==> flow/design.v <==
`timescale 1ns / 1ps
module Registers(
	 input clk,
	 input rst,
    input [4:0] read_reg1,
    input [4:0] read_reg2,
    input [4:0] write_reg,
    input [31:0] write_data,
    input RegWrite,
    output reg [31:0] read_data1,
    output reg [31:0] read_data2,
	 output [31:0] s0,
	 output [31:0] s1,
	 output [31:0] s2,
	 output [31:0] t0,
	 output [31:0] t1,
	 output [31:0] t2
    );
	 reg [31:0] reg_mem[0:31]; 
	 assign s0 = reg_mem[ 5'b10000 ];
	 assign s1 = reg_mem[ 5'b10001 ];
	 assign s2 = reg_mem[ 5'b10010 ];
	 assign t0 = reg_mem[ 5'b01000 ];
	 assign t1 = reg_mem[ 5'b01001 ];
	 assign t2 = reg_mem[ 5'b01010 ];
	 always @(posedge clk, posedge rst) begin
		if(rst == 1'b1) begin  
			reg_mem[ 5'b00000 ] = 32'd0;   
			reg_mem[ 5'b10000 ] = 32'd4;   
			reg_mem[ 5'b10001 ] = 32'd0;   
			reg_mem[ 5'b10010 ] = 32'd7;   
			read_data1 = 32'b0;
			read_data2 = 32'b0;
		end
		else begin
			read_data1 = reg_mem[read_reg1];
			read_data2 = reg_mem[read_reg2];
			#5  
			if(RegWrite == 1'b1) begin  
				reg_mem[write_reg] = write_data;
			end
		end
	 end
endmodule
==> flow/run.sh <==
#!/bin/bash
# OpenROAD 26Q1-2900-gdf79404cd8, Yosys 0.63+post, stock flow scripts
make -C /OpenROAD-flow-scripts/flow DESIGN_CONFIG=/design/flow/config.mk WORK_HOME=/design/flow/orfs finish
==> flow/config.mk <==
export PLATFORM = sky130hd
export DESIGN_NAME = Registers
export DESIGN_NICKNAME = Registers
export VERILOG_FILES = /design/flow/design.v
export SDC_FILE = /design/flow/constraint.sdc
export NUM_CORES = 4
export LEC_CHECK = 1
export CORE_UTILIZATION = 30
==> flow/constraint.sdc <==
current_design Registers

set clk_period 3.1
set clk_io_pct 0.2

create_clock -name clk0 -period $clk_period [get_ports {clk}]

set non_clock_inputs [all_inputs -no_clocks]
set_input_delay [expr $clk_period * $clk_io_pct] -clock clk0 $non_clock_inputs
set_output_delay [expr $clk_period * $clk_io_pct] -clock clk0 [all_outputs]
==> insert_results.sql <==
-- flow metrics import
INSERT INTO impl_metrics (metric_group, metric, value, unit) VALUES
('status', 'run_status', 'finished clean', ''),
('flow_run', 'warnings', '27', ''),
('detailed_routing', 'wire_per_inst', '50.1', 'µm'),
('clock_tree', 'ctsHtreeMaxLevel', '3', ''),
('global_routing', 'first_global_vias', '42200', ''),
('final_layout', 'nFillCells', '14400', ''),
('critical_path', 'ws_path_type', 'input port to flip-flop', ''),
('logic_synthesis', 'yosys.stat.seqShare', '67.2', '%'),
('logic_synthesis', 'yosys_area', '0.0472', 'mm²'),
('logic_synthesis', 'warning_count_from_the_yosys_run', '2', ''),
('detailed_routing', 'detail_route.iter0.violations', '4608', ''),
('final_layout', 'syn2layout_area_growth', '33.4', '%'),
('logic_synthesis', 'mappedNetlistArea', '0.0472', 'mm²'),
('critical_path', 'start_kind', 'input port', ''),
('logic_synthesis', 'synth_top_cell_by_count', 'edfxtp_1', ''),
('min_path', 'worst_hold_path_type', 'input port to async pin', ''),
('timing', 'grt_setup_unrepaired', 'no', ''),
('pwr', 'combinationalPowerShare', '10.3', '%'),
('floorplan', 'initial_core_util', '30.2', '%'),
('pwr', 'cellInternalPower', '0.0266', 'W'),
('global_routing', 'grt_max_degree', '59', ''),
('logic_synthesis', 'top_cell_area_share', '57.0', '%'),
('timing', 'maxSlewHeadroom', '25.6', '%'),
('detailed_routing', 'routed-via-count', '41300', ''),
('clock_tree', 'cts-resized-gates', '0', ''),
('timing', 'final.setup.tns', '0', 'ns'),
('detailed_routing', 'postRouteWirelength', '318000', 'µm'),
('floorplan', 'die.size.y', '399', 'µm'),
('final_layout', 'layout_cell_share_with_drive_strength_beyond_1', '24.6', '%'),
('global_routing', 'globalRouteTotalUtil', '42.2', '%'),
('timing', 'fmaxAchievable', '0.357', 'GHz'),
('timing', 'drv_slew', '0', ''),
('critical_path', 'required', '3.78', 'ns'),
('timing', 'finalWorstSetupSlack', '0.302', 'ns'),
('floorplan', 'rows', '145', ''),
('pwr', 'power.share.sequential', '48.0', '%'),
('final_layout', 'area.sequential', '0.0317', 'mm²'),
('timing', 'fin_hold_viols', '0', ''),
('logic_synthesis', 'synthesized_registers', '1088', ''),
('logic_synthesis', 'netlist.top_cell.by_area', 'edfxtp_1', ''),
('logic_synthesis', 'flop_cell', 'edfxtp_1', ''),
('pwr', 'pwr-share-clk', '41.7', '%'),
('logic_synthesis', 'enable_flop_cells', '896', ''),
('global_routing', 'antenna_found_initial', '20', ''),
('clock_tree', 'cts-buffers-inserted', '119', ''),
('global_routing', 'overflow', '0', ''),
('pwr', 'power_per_unit_of_standard_cell_area', '568', 'mW/mm²'),
('floorplan', 'chip_area', '0.159', 'mm²'),
('logic_synthesis', 'synth_cell_count_leaders', 'edfxtp_1 (896), a22oi_1 (665), nand2_1 (207)', ''),
('final_layout', 'finalInstanceArea', '0.0630', 'mm²'),
('clock_tree', 'hold_buffers', '0', ''),
('logic_synthesis', 'total_cells_reported_by_yosys_after_synthesis', '3391', ''),
('critical_path', 'crit_path_end_kind', 'flip-flop', ''),
('floorplan', 'chipWidth', '399', 'µm'),
('clock_tree', 'clock_tree.root_cell', 'clkbuf_16', ''),
('placed_design', 'pre_cts_slack', '-0.440', 'ns'),
('clock_tree', 'post-cts-setup-buffers', '0', ''),
('logic_synthesis', 'avgSynthCellArea', '13.9', 'µm²'),
('final_layout', 'area.combinational', '0.0148', 'mm²'),
('pwr', 'vdd.ir_drop.worst', '0.000425', 'V'),
('detailed_routing', 'postRouteAntennaNets', '0', ''),
('pwr', 'p_leak', '22.0', 'nW'),
('clock_tree', 'tritoncts', 'done', ''),
('critical_path', 'timing.critical_path.arrival', '3.48', 'ns'),
('placed_design', 'dpl_cell_area', '0.0589', 'mm²'),
('flow_run', 'timing.max_cap.violations', '0', ''),
('clock_tree', 'numClockSinks', '1088', ''),
('placed_design', 'gp_congestion', '1.10', ''),
('floorplan', 'io_pins', '306', ''),
('timing', 'maximum_clock_skew_at_final_layout', '0.0277', 'ns'),
('timing', 'final_setup_violation_count', '0', '');
## cell type report
| type | instances | share of cell area [%] |
|---|---|---|
| Inverter | 13 | 0.0834 |
| Sequential cell | 1088 | 50.3 |
| Multi-Input combinational cell | 2047 | 23.6 |
| Antenna cell | 12 | 0.0477 |
| Tap cell | 2058 | 4.09 |
| Clock inverter | 66 | 1.19 |
| Clock buffer | 160 | 5.28 |
| Timing Repair Buffer | 900 | 15.4 |
## power by group through the flow
| stage | Clock, W | Combinational, W | Sequential, W |
|---|---|---|---|
| finish | 0.0149 | 0.00369 | 0.0172 |
| global route | 0.0156 | 0.00382 | 0.0172 |
| CTS | 0.0151 | 0.00360 | 0.0171 |
## metal layers
layer / GRT usage [%] / up-vias / routed length, µm
met5: 1.09 / - / 426
met4: 21.4 / 38 / 22200
met3: 26.5 / 1093 / 50400
met2: 58.2 / 3890 / 135000
met1: 52.0 / 20700 / 110000
li1: - / 15600 / -
## registers in the layout (all words and copies together), names as in the netlist
register and flops:
reg_mem 1024, read_data2 32, read_data1 32
## per-stage QoR
stage	hold WS, ns	cells	utilization, %
after floorplan	0.488	3391	-
after global placement	0.519	6105	37.7
after detailed placement	0.528	6106	37.7
after CTS	0.146	6332	40.3
after global routing	0.203	6335	40.3
final	0.182	6344	40.3
## path summary, 6_finish.rpt
check / startpoint / slack, ns / end / cells after the start
hold / removal: rst / 0.18 / reg_mem[17][15]$_DFFE_PP0P_ / 2
setup / recovery: read_reg2[0] / 0.30 / read_data2[1]$_DFF_PP0_ / 11
max in group asynchronous: rst / 1.98 / read_data2[25]$_DFF_PP0_ / 4
min in group clk0: reg_mem[0][0]$_DFFE_PP0P_ / 0.55 / reg_mem[0][0]$_DFFE_PP0P_ / 1
hold reg to reg: reg_mem[0][0]$_DFFE_PP0P_ / 0.55 / reg_mem[0][0]$_DFFE_PP0P_ / 1
setup reg to reg: reg_mem[8][9]$_DFFE_PP_ / 0.72 / read_data2[9]$_DFF_PP0_ / 6
## cells by family after synthesis
group           synth area share, %
simple gates                   7.99
mux                            5.22
compound gates                 17.1
buf+inv                        2.56
flops                          67.2
## cell usage in the layout (no fill, tap or decap), types with 12 or more instances in the layout
cell             instances
mux2i_1                 83
buf_4                  416
clkbuf_1                27
o21ai_0                 33
a222oi_1                21
diode_2                 12
nor4_1                  27
nor3_1                  69
dfrtp_1                188
and4_1                  15
mux2_2                 141
o32a_1                  23
a21oi_1                 71
nor2b_1                 22
nand2b_1                17
a32oi_1                 27
nor2_4                  57
buf_12                 179
a221oi_1                44
nand2_1                203
clkdlybuf4s50_1        295
nor2_2                  23
a22o_1                  64
nor2_1                 103
nand3_1                 43
clkinv_2                24
a22oi_1                665
nand4_1                 94
or3_1                   12
edfxtp_1               896
clkbuf_16              124
a31oi_1                 31
## critical path, stage by stage
cell	delay, ns
buf_2	0.17
buf_12	0.18
buf_4	0.20
nor3_1	0.91
nand2_2	0.35
buf_4	0.26
buf_4	0.14
o21ai_0	0.13
a21oi_1	0.08
and3_1	0.19
a31oi_1	0.22
Power figures rest on the tool's default switching activity, not on a simulated workload.
