$ cat design.v
`timescale 1ns / 1ps
module Instruction_Memory(
    input clk,
    input rst,
    input [31:0] read_address,
    output [31:0] inst
    );
	wire [31:0] inst_mem[0:1023];  
	assign inst_mem[0] = 32'h00004020;  
	assign inst_mem[4] = 32'h8D090004;  
	assign inst_mem[8] = 32'h8D0A0008;  
	assign inst_mem[12] = 32'h012A4020;  
	assign inst_mem[16] = 32'h010A4022;  
	assign inst_mem[20] = 32'h11090004;  
	assign inst_mem[24] = 32'h01094022;  
	assign inst_mem[28] = 32'h010A4020;  
	assign inst_mem[32] = 32'hAC080000;  
	assign inst = inst_mem[read_address];
endmodule
$ cat run.sh
#!/bin/bash
# OpenROAD 26Q1-2900-gdf79404cd8, Yosys 0.63+post, stock flow scripts
make -C /OpenROAD-flow-scripts/flow DESIGN_CONFIG=/design/flow/config.mk WORK_HOME=/design/flow/orfs finish
$ cat config.mk
export PLATFORM = sky130hd
export DESIGN_NAME = Instruction_Memory
export DESIGN_NICKNAME = Instruction_Memory
export VERILOG_FILES = /design/flow/design.v
export SDC_FILE = /design/flow/constraint.sdc
export NUM_CORES = 4
export LEC_CHECK = 1
export CORE_AREA = 10 10 70 70
export DIE_AREA = 0 0 80 80
$ cat constraint.sdc
current_design Instruction_Memory

set clk_period 2.4
set clk_io_pct 0.2

create_clock -name clk0 -period $clk_period

set non_clock_inputs [all_inputs -no_clocks]
set_input_delay [expr $clk_period * $clk_io_pct] -clock clk0 $non_clock_inputs
set_output_delay [expr $clk_period * $clk_io_pct] -clock clk0 [all_outputs]
==> changes_impl.md <==
### Implementation results

* Min-Delay Path Depth at 5
* Power Dens Cells at around 77 nW/µm²
* DRT iter0 DRCs at 9
* Max-area cell share at 0.426
* RD Place Congestion at around 0.8
* Hold_sp: read_address[7]
* Log Warnings at between 50 and 60
* Worst EP required at about 1.9 ns
* Port Buf Inserts at 25
* Drt pass-1 iters at 2
* Fp_density at 0.103
* Die y size at approximately 80 µm
* Finished Core Util at 0.197
* # clk buffers at 0
* Largest area contributor in the netlist: buf_4
* Pin count of the biggest net entering global routing at 9
* CP endpoint kind: output pin
* Detailed Route WL at 1180 µm
* Final cycle utilization of the critical path at 0.956
* Avg Inst Size Synth at ~6.7 µm²
* WP data arrival at 1.81 ns
* Registers at 0
* Minimum clock period at around 2.3 ns
* FF/Latch Area at 0 µm²
* Seq share, synth at 0
* Final hold vios at 0
* Core area at approximately 3400 µm²
* Vias in the first global route at approximately 390
* Most common cell in the netlist: buf_4
* Final instance area at around 670 µm²
* Worst hold margin at 1.73 ns
* Setup CP Type: input pin to output pin
* Post-synth top cells: buf_4, nor2_1, nand2_1, nor2b_1
* # hold bufs at CTS at 0
* Startpoint Class: input pin
* Full die area at 6400 µm²
* VDD IR max at a little under 0.02 mV
* Final worst slack at between 0.1 and 0.15 ns
* RSZ-0062 raised after global routing: no
* Setup violations, final at 0
* HPWL after DPL at ~1000 µm
* Dpl cells at 127
* Post-synthesis cell area at roughly 350 µm²
* Post-DP Area at 619 µm²
* Max-cap violations at 0
* Row count at 21
* Initial antenna violation count at 1
* Layout cells sized above 1 at 0.222
* Remaining antenna violation count at 0
* Max Clock Freq at approximately 440 MHz
* Hold Path End: inst[28]
* Final number of max-transition violations at 0
* Yosys Chip Area at 353 µm²
* Ys cells at roughly 53
* Main area contributors: buf_4, nor2_1, nor2b_1, nand4b_2, nor2b_4
* Hold/Removal Path Class: input pin to output pin
* Cell with the largest stage delay on the worst path: clkdlybuf4s50_1
* Placement Setup Slack at -0.209 ns
* Die width at 80 µm
* Tot GR Track Use at 0.0335
* CP Max Fanout at 7
* Vias at about 380
* Routed vias/inst at around 3.0
* Post-synth cell types at 20
* Setup Fix Bufs, Post-CTS at 0
* DR DRC count at 0
* Routed len/inst at roughly 9 µm
* Non-filler instance count after layout at 128
* Top-Level Pins at 66
* Synth-to-layout area growth at 90.4%
* Grt total ovfl at 0
* Cell breakdown of the critical path: clkdlybuf4s15_1, xor2_1, o21ai_1, nor3_2, buf_4, clkdlybuf4s50_1
* First-pass GRT wire length at between 1500 and 2000 µm
* Slowest stage delay, CP at 0.46 ns
* Status: complete, no violations
* Leak at a little over 0.3 nW
* Syn. warnings at ~32k
* Post-Syn Instances at between 50 and 60
==> area by class of cell <==
cell class	instances	area [µm²]
Fill cell	380	2740
Timing Repair Buffer	33	310
Multi-Input combinational cell	48	302
Tap cell	46	57.6
Antenna cell	1	2.50
==> critical path, delay by kind of cell <==
kind	cells	cell delay (ns)
AND-OR/OR-AND	1	0.08
XOR/XNOR	1	0.17
buffers and inverters	3	0.91
AND/OR/NAND/NOR	1	0.17
==> cells by family (layout without fill, tap and decap cells) <==
| logic type | Yosys count | count (layout) | share of synthesized area |
|---|---|---|---|
| AND-OR/OR-AND | 6 | 6 | 0.0993 |
| XOR/XNOR | 2 | 2 | 0.0497 |
| buffers and inverters | 21 | 33 | 0.457 |
| other | 1 | 18 | 0.0106 |
| AND/OR/NAND/NOR | 23 | 23 | 0.383 |
==> timing repair <==
item	in CTS	in global routing
gates resized	18	6
pin swaps	6	2
endpoints found under the setup margin	15	14
==> cells in the final DEF, fill, tap and decap left out, drive strengths merged, types with 2 or more instances in the layout <==
| master | netlist | routed |
|---|---|---|
| nand2 | 3 | 3 |
| dlymetal6s2s | 0 | 3 |
| nor3 | 3 | 3 |
| conb | 1 | 17 |
| a21oi | 2 | 2 |
| o21ai | 2 | 2 |
| clkdlybuf4s50 | 0 | 15 |
| buf | 21 | 8 |
| nor2b | 4 | 4 |
| nor2 | 8 | 8 |
| dlygate4sd2 | 0 | 6 |
==> through the flow <==
stage / power, mW / TNS [ns]
floorplan: 0.0384 / 0
global placement: 0.0497 / -1.36
detailed placement: 0.0497 / -1.53
CTS: 0.0530 / 0
global route: 0.0588 / 0
finish: 0.0520 / 0
==> routing by layer <==
layer  up-vias  GRT usage  routed length, µm
met5         -          0                  0
met4         0          0                  0
met3         0     0.0102                130
met2        26     0.0530                483
met1       164     0.0461                564
li1        194          -                  -
==> power breakdown <==
group | leakage [nW] | total [mW] | switching [mW] | internal, mW
sequential | 0 | 0 | 0 | 0
combinational | 0.306 | 0.0520 | 0.0239 | 0.0281
clock | 0.00000634 | 0.0000000557 | 0 | 0.0000000557
==> worst max-delay path by stage <==
stage	from	endpoint	slack, ns	cells past startpoint
after CTS	read_address[9]	inst[19]	0.004	6
final	read_address[2]	inst[26]	0.11	6
after global routing	read_address[2]	inst[27]	0.008	6
Power is estimated from default activity; no workload was simulated.
