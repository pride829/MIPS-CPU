==> /design/flow/design.v <==
`timescale 1ns / 1ps
module ALU( 
    input [31:0] input1,
    input [31:0] input2,
    input [3:0] ALUCtrl,
    output [31:0] ALU_result,
	 output zero
    );
	assign ALU_result = (ALUCtrl == 4'b0000) ? input1 & input2 :
							  (ALUCtrl == 4'b0001) ? input1 | input2 :
							  (ALUCtrl == 4'b0010) ? input1 + input2 :
							  (ALUCtrl == 4'b0110) ? input1 - input2 : 
							  (ALUCtrl == 4'b0111) ? (input1 < input2) : 32'b0;
	assign zero = ALU_result == 0;
endmodule
==> /design/flow/run.sh <==
#!/bin/bash
# OpenROAD 26Q1-2900-gdf79404cd8, Yosys 0.63+post, stock flow scripts
make -C /OpenROAD-flow-scripts/flow DESIGN_CONFIG=/design/flow/config.mk WORK_HOME=/design/flow/orfs finish
==> /design/flow/config.mk <==
export PLATFORM = sky130hd
export DESIGN_NAME = ALU
export DESIGN_NICKNAME = ALU
export VERILOG_FILES = /design/flow/design.v
export SDC_FILE = /design/flow/constraint.sdc
export NUM_CORES = 4
export LEC_CHECK = 1
export CORE_UTILIZATION = 40
==> /design/flow/constraint.sdc <==
current_design ALU

set clk_period 15.7
set clk_io_pct 0.2

create_clock -name clk0 -period $clk_period

set non_clock_inputs [all_inputs -no_clocks]
set_input_delay [expr $clk_period * $clk_io_pct] -clock clk0 $non_clock_inputs
set_output_delay [expr $clk_period * $clk_io_pct] -clock clk0 [all_outputs]
==> GITHUB_STEP_SUMMARY <==
### Flow metrics

| Metric | Value |
|---|---|
| Top-Level Pins | `101` |
| Grt ovf | `0` |
| Pin count of the biggest net entering global routing | `38` |
| Global-route usage over all layers | `28.5%` |
| First-pass GRT wire length | `29,900 µm` |
| HPWL Detailed | `15,400 µm` |
| Top area cell types | `ha_1, inv_1, a21oi_1, o21ai_0, nor2_1` |
| Avg Inst Size Synth | `6.43 µm²` |
| Fin crit share | `75.2%` |
| Hold depth | `4` |
| Gate power share | `100.0%` |
| Yosys top cell area share | `22.6%` |
| Slew Limit Fails | `0` |
| Relative slew slack | `41.3%` |
| Routed metal-1 wirelength | `9270 µm` |
| Die width | `117 µm` |
| ANT cells | `0` |
| CLK BUF | `0` |
| First DRT Iteration DRCs | `544` |
| Sequential share of power | `0%` |
| Register area | `0 µm²` |
| Fin. Hold Viols | `0` |
| Status | `completed` |
| Commonest cells after routing, fill and taps aside | `inv_1, clkdlybuf4s50_1, ha_1, a21oi_1, nor2_1` |
| Synth Seq Share | `0%` |
| FFs & Latches | `0` |
| Vias/cell | `5.94` |
| Initial antenna violation count | `0` |
| Worst hold slack | `7.34 ns` |
| Chip Area, Yosys | `5310 µm²` |
| DRC errors left | `0` |
| Wire per inst | `18.3 µm` |
| Tightest Pin Transition | `0.858 ns` |
| Final Wtd Congestion | `0.970` |
| Crit path DRT | `12.56 ns` |
| Setup Viol. Count Final | `0` |
| Critical path arrival | `8.66 ns` |
| Die y size | `117 µm` |
| Metal3 WL | `1290 µm` |
| Synth Warn # | `0` |
| Via count | `6,280` |
| Cell Pwr Density | `33.6 nW/µm²` |
| Share of layout cells above drive strength 1 | `2.82%` |
| Init Core Util | `41.6%` |
| Worst setup EP type | `output port` |
| Yosys Instances | `826` |
| Final WL | `19,300 µm` |
| Crit path kind | `input port to output port` |
| Most frequent logic cell in the layout | `inv_1` |
| Sw Share | `58.2%` |
| Worst VDD drop | `0.0000159 V` |
| Number of global-route vias before repair | `5,665` |
| Final antenna-violating net count | `0` |
| Top Metal Used | `met4` |
| Sw Pwr | `125 µW` |
| Post-cts resize count | `0` |
| Setup bufs post-CTS | `0` |
| Minimum clock period after layout | `11.80 ns` |
| Fin Setup TNS | `0 ns` |
| Leakage power | `0.00287 µW` |
| Clk pwr share | `0%` |
| Crit path max fanout | `6` |
| Fmax | `84.8 MHz` |
| Synthesized area | `5310 µm²` |
| Final cell count without fillers | `1,058` |
| Max Cap Viol | `0` |
| Critical Path Start Type | `input port` |
| Num rows | `41` |
| Core footprint | `12,800 µm²` |
| RSZ-0062 raised after global routing | `false` |
| Hold Buf Count CTS | `0` |
| Tool warnings | `96` |
| Post-Synthesis Cells | `826` |
| Unique cell type count in the Yosys netlist | `67` |
| Die Area | `13,700 µm²` |
| Pre-antenna DRT Iters | `5` |
| I/O Buffers | `101` |
| Worst hold path type | `input port to output port` |
| Met2 routed WL | `8390 µm` |
| Total placed cells including tap cells | `1,058` |
| Pint | `90.1 µW` |
| Cell accounting for the most synthesized area | `ha_1` |
| Layout area overhead | `20.8%` |
-- through the flow --
stage	util, %	power (µW)	setup WS [ns]	cell area [µm²]
final	50.3	216	3.90	6420
after global routing	50.3	237	3.68	6420
after CTS	50.3	213	3.90	6420
after detailed placement	50.3	212	3.91	6420
after global placement	50.3	212	3.96	6420
after floorplan	-	134	5.35	5310
-- worst max-delay path: stages --
cell,delay [ns]
clkdlybuf4s50_1,0.48
inv_1,0.06
ha_1,0.22
fa_1,0.42
o21ba_1,0.22
or4_1,0.56
a41o_1,0.30
a221o_1,0.37
nor4b_2,0.26
or4b_1,0.49
or4_1,0.51
or4_1,0.41
or4_1,0.50
nor4b_2,0.21
clkdlybuf4s50_1,0.50
-- synthesized netlist by cell type (all sizes together) (4+ instances only) --
library cell / number
nor4: 17
a31oi: 9
nand2: 57
nand3: 12
a21o: 7
and3: 4
o22ai: 9
inv: 117
nor2: 70
or4: 12
ha: 96
nor2b: 7
a2111oi: 6
o2111ai: 12
and2: 4
a21boi: 6
o21ai: 54
o211ai: 10
mux2i: 26
nor3: 20
o21bai: 6
or3: 6
nand2b: 4
xnor2: 12
o31ai: 15
clkbuf: 47
o21a: 5
a21oi: 77
o311ai: 4
a211oi: 17
buf: 4
nand4: 14
-- logic make-up after synthesis --
kind of cell / share of synthesized area, %
compound gates: 34.9
xor+xnor: 1.98
fa+ha+maj: 23.4
buf+inv: 12.0
mux: 5.32
simple gates: 22.4
-- layer usage --
metal,GRT usage (%),up-vias
met5,0,-
met4,5.74,0
met3,3.41,28
met2,45.1,248
met1,41.6,2888
li1,-,3116
-- final cells by class --
class                           count  area (µm²)
Inverter                          118         443
Fill cell                        1279        6350
Multi-Input combinational cell    657        4680
Timing Repair Buffer              111        1080
Tap cell                          172         215
-- worst paths after layout --
kind                    from  slack, ns            end
setup / recovery   input1[0]       3.90           zero
hold / removal    ALUCtrl[0]       7.34  ALU_result[5]
-- power groups by stage --
stage	Combinational (µW)	Sequential (µW)	Clock, µW
after CTS	213	0	0
after global routing	237	0	0
final	216	0	0
Power is estimated from default activity; no workload was simulated.
